$ cat config.mk
export PLATFORM = sky130hd
export DESIGN_NAME = PPGenerator
export DESIGN_NICKNAME = PPGenerator
export VERILOG_FILES = /design/flow/design.v
export SDC_FILE = /design/flow/constraint.sdc
export NUM_CORES = 4
export LEC_CHECK = 1
export CORE_AREA = 10 10 71 71
export DIE_AREA = 0 0 81 81
$ cat constraint.sdc
current_design PPGenerator

set clk_period 5.1
set clk_io_pct 0.2

create_clock -name clk0 -period $clk_period

set non_clock_inputs [all_inputs -no_clocks]
set_input_delay [expr $clk_period * $clk_io_pct] -clock clk0 $non_clock_inputs
set_output_delay [expr $clk_period * $clk_io_pct] -clock clk0 [all_outputs]
$ cat design.v
module PPGenerator(  
  input         clock,  
  input         reset,  
  input         io_in_input_sign,  
  input  [7:0]  io_in_input_exponent,  
  input  [22:0] io_in_input_mantissa,  
  input  [2:0]  io_in_weight_grps_0,  
  input  [2:0]  io_in_weight_grps_1,  
  input  [7:0]  io_in_weight_exponent,  
  output [9:0]  io_out_pp_1,  
  output [9:0]  io_out_pp_2,  
  output [8:0]  io_out_exponent  
);
  wire [1:0] _T_47;  
  wire  _T_49;  
  wire [2:0] _T_52;  
  wire [3:0] _T_53;  
  wire [6:0] _GEN_0;  
  wire [6:0] _T_55;  
  wire [9:0] _GEN_1;  
  wire [9:0] _T_56;  
  wire [9:0] _T_57;  
  wire [1:0] _T_58;  
  wire  _T_60;  
  wire [6:0] _T_66;  
  wire [6:0] _T_67;  
  wire  _T_68;  
  wire  _T_69;  
  wire [8:0] pp1_tmp;  
  wire  _T_71;  
  wire  _T_72;  
  wire [8:0] pp2_tmp;  
  assign _T_47 = io_in_weight_grps_1[1:0];  
  assign _T_49 = _T_47 == 2'h3;  
  assign _T_52 = io_in_input_mantissa[22:20];  
  assign _T_53 = {1'h1,_T_52};  
  assign _GEN_0 = {{3'd0}, _T_53};  
  assign _T_55 = _GEN_0 << _T_47;  
  assign _GEN_1 = {{3'd0}, _T_55};  
  assign _T_56 = _GEN_1 << 3;  
  assign _T_57 = _T_49 ? 10'h0 : _T_56;  
  assign _T_58 = io_in_weight_grps_0[1:0];  
  assign _T_60 = _T_58 == 2'h3;  
  assign _T_66 = _GEN_0 << _T_58;  
  assign _T_67 = _T_60 ? 7'h0 : _T_66;  
  assign _T_68 = io_in_weight_grps_1[2];  
  assign _T_69 = io_in_input_sign ^ _T_68;  
  assign pp1_tmp = _T_57[8:0];  
  assign _T_71 = io_in_weight_grps_0[2];  
  assign _T_72 = io_in_input_sign ^ _T_71;  
  assign pp2_tmp = {{2'd0}, _T_67};  
  assign io_out_pp_1 = {_T_69,pp1_tmp};  
  assign io_out_pp_2 = {_T_72,pp2_tmp};  
  assign io_out_exponent = io_in_input_exponent + io_in_weight_exponent;  
endmodule
$ cat run.sh
#!/bin/bash
# OpenROAD 26Q1-2900-gdf79404cd8, Yosys 0.63+post, stock flow scripts
make -C /OpenROAD-flow-scripts/flow DESIGN_CONFIG=/design/flow/config.mk WORK_HOME=/design/flow/orfs finish
==> flow_summary.json <==
{
  "area_growth_pct": 101,
  "p_int_mw": 0.0711,
  "post_cts.repair.setup_buffers": 0,
  "hold_viol_final": 0,
  "flop-count": 0,
  "p_clk_frac": 0,
  "seq_area_um2": 0,
  "maxSlewViolCount": 0,
  "synth_top_cell_by_area": "ha_1",
  "netlist_area_um2": 504,
  "end_kind": "output port",
  "status": "completed",
  "ctsHoldBuffers": 0,
  "via_count": 603,
  "num_rows": 22,
  "drt_pass1_iterations": 3,
  "place_inst": 164,
  "drcViolationCount": 0,
  "synth_cells": 70,
  "io_pins": 77,
  "grt_overflow": 0,
  "ys_cells": 70,
  "fin_crit_sh": 0.827,
  "yosysWarnings": 0,
  "fmax_mhz": 237,
  "met1_usage": 0.0565,
  "grt_max_degree": 10,
  "hold_slack_ps": 2980,
  "top_cells_by_area": "ha_1 (20%), buf_4 (12%), xnor2_1 (8.7%)",
  "cellPowerDensity_mw_per_mm2": 101,
  "placed_cell_area_mm2": 0.00101,
  "p_switching_mw": 0.0309,
  "synth.distinct_cells": 23,
  "crit_arrival_ps": 3200,
  "die_w_um": 81,
  "use_met3": 0.0323,
  "viasPerCell": 3.68,
  "grt_pass1_vias": 580,
  "busiest_layer": "met2",
  "combPwrFrac": 1.000,
  "wl_per_cell_um": 10.8,
  "stdcell_area_mm2": 0.00101,
  "final_cell_count_no_fill": 164,
  "rsz0062_at_grt": "no",
  "p_leak_nw": 0.408,
  "avgSynthCellArea_um2": 7.20,
  "seqPwrFrac": 0,
  "antenna_found_initial": 0,
  "drive_gt1_frac": 0.0259,
  "clock_buffers": 0,
  "setup_viol": 0,
  "synth_seq_share": 0,
  "grt_pass1_wl_um": 2620,
  "worstSetupStartpointType": "primary input",
  "cap_violations": 0,
  "drt-initial-drc-count": 15,
  "num_antenna_cells": 0,
  "warnings": 54,
  "wirelength_um": 1770,
  "yosys_area_um2": 504,
  "synth_top_area_share": 0.199,
  "fin_setup_tns_ps": 0,
  "postCtsResizedCells": 0,
  "critPathKind": "primary input to output port",
  "worst_hold_path_type": "primary input to output port",
  "die_y_um": 81,
  "post-route-min-period_ps": 4220,
  "cp_max_fo": 2,
  "grt_use_total": 0.0474,
  "met2_usage": 0.0740,
  "gp_congestion": 0.784,
  "die_area_mm2": 0.00656,
  "core-area_mm2": 0.00363,
  "portBuffers": 49,
  "fp_util": 0.139,
  "hpwl_um": 1640,
  "ir_worst_vdd_v": 0.0000271,
  "cp.required_ps": 4080,
  "p_sw_frac": 0.303,
  "detail-route-antenna-nets": 0
}
-- through the flow --
step / utilization / worst slack, ps / total power, mW
floorplan: - / 1920 / 0.0375
global placement: 0.279 / 874 / 0.104
detailed placement: 0.279 / 872 / 0.104
CTS: 0.279 / 863 / 0.105
global route: 0.279 / 792 / 0.113
finish: 0.279 / 880 / 0.102
-- cell usage in the layout, fill, tap and decap left out --
cell type        instances
a21o_1                   2
a21oi_1                  8
a21oi_2                  1
a2bb2oi_1                1
a31oi_1                  2
clkdlybuf4s50_1         49
conb_1                   6
fa_1                     1
ha_1                     8
inv_1                    3
mux2_2                   1
mux2i_1                  1
nand2_1                  7
nand2b_1                 1
nand3b_1                 1
nand4_1                  1
nor2_1                   2
nor2b_1                  4
nor2b_2                  1
nor3b_1                  2
o21ai_0                  6
xnor2_1                  5
xor2_1                   3
-- logic make-up after synthesis --
kind of cell    count (synthesis)  share of synthesized area
mux                             2                     0.0422
other cells                     1                    0.00744
fa+ha+maj                       9                      0.238
buf+inv                        11                      0.141
xor+xnor                        8                      0.139
simple gates                   19                      0.203
compound gates                 20                      0.228
-- layer usage --
layer / share of wire / vias to the layer above
met5: 0 / -
met4: 0 / 0
met3: 0.17 / 0
met2: 0.43 / 31
met1: 0.40 / 246
li1: - / 326
-- power by group through the flow --
stage | clock network [mW] | registers (mW) | logic, mW
finish | 0 | 0 | 0.102
global route | 0 | 0 | 0.113
CTS | 0 | 0 | 0.105
-- synth_stat cells, types with 2 or more instances --
master	number
a21oi_1	8
buf_4	8
ha_1	8
nand2_1	7
o21ai_0	6
xnor2_1	5
nor2b_1	4
inv_1	3
xor2_1	3
a21o_1	2
a31oi_1	2
nor2_1	2
nor3b_1	2
-- critical path, stage by stage --
cell             delay [ps]
clkdlybuf4s50_1         400
ha_1                    230
fa_1                    400
a21oi_1                 200
nor2b_2                  70
a31oi_1                 250
xnor2_1                 150
clkdlybuf4s50_1         480
-- worst paths after layout --
path | start | cells past startpoint | endpoint
worst max-delay path | io_in_input_exponent[0] | 8 | io_out_exponent[6]
worst min-delay path | io_in_weight_grps_0[2] | 3 | io_out_pp_2[9]
-- layout make-up --
type | count | area [um2]
inverter | 3 | 11.3
timing repair buffer | 49 | 490
tap | 48 | 60.1
fill | 395 | 2620
multi-input combinational | 64 | 452
No activity file was given, so power comes from the tool's default toggle rates.
