$ cat design/flow/design.v
module SignAdder(  
  input         clock,  
  input         reset,  
  input  [17:0] io_in,  
  output [5:0]  io_out  
);
  wire  _T_40;  
  wire  _T_41;  
  wire [1:0] _T_42;  
  wire  _T_43;  
  wire  _T_44;  
  wire  _T_45;  
  wire [1:0] _T_46;  
  wire  _T_47;  
  wire  _T_48;  
  wire  _T_49;  
  wire [1:0] _T_50;  
  wire  _T_51;  
  wire  _T_52;  
  wire  _T_53;  
  wire [1:0] _T_54;  
  wire  _T_55;  
  wire  _T_56;  
  wire  _T_57;  
  wire [1:0] _T_58;  
  wire  _T_59;  
  wire  _T_60;  
  wire  _T_61;  
  wire [1:0] _T_62;  
  wire  _T_63;  
  wire  _T_64;  
  wire  _T_65;  
  wire [1:0] _T_66;  
  wire  _T_67;  
  wire  _T_68;  
  wire  _T_69;  
  wire [1:0] _T_70;  
  wire  _T_71;  
  wire  _T_72;  
  wire  _T_73;  
  wire [1:0] _T_74;  
  wire  _T_75;  
  wire [1:0] tmp_1_0;  
  wire [1:0] tmp_1_1;  
  wire [2:0] _T_76;  
  wire [1:0] _T_77;  
  wire [1:0] tmp_1_2;  
  wire [1:0] tmp_1_3;  
  wire [2:0] _T_78;  
  wire [1:0] _T_79;  
  wire [1:0] tmp_1_4;  
  wire [1:0] tmp_1_5;  
  wire [2:0] _T_80;  
  wire [1:0] _T_81;  
  wire [1:0] tmp_1_6;  
  wire [1:0] tmp_1_7;  
  wire [2:0] _T_82;  
  wire [1:0] _T_83;  
  wire [2:0] tmp_2_0;  
  wire [2:0] tmp_2_1;  
  wire [3:0] _T_84;  
  wire [2:0] _T_85;  
  wire [2:0] tmp_2_2;  
  wire [2:0] tmp_2_3;  
  wire [3:0] _T_86;  
  wire [2:0] _T_87;  
  wire [3:0] tmp_3_0;  
  wire [3:0] tmp_3_1;  
  wire [4:0] _T_88;  
  wire [3:0] _T_89;  
  wire [4:0] tmp_4;  
  wire [1:0] tmp_1_8;  
  wire [4:0] _GEN_0;  
  wire [5:0] _T_90;  
  wire [5:0] _T_91;  
  wire [6:0] _T_93;  
  assign _T_40 = io_in[0];  
  assign _T_41 = io_in[1];  
  assign _T_42 = _T_40 + _T_41;  
  assign _T_43 = _T_42[0:0];  
  assign _T_44 = io_in[2];  
  assign _T_45 = io_in[3];  
  assign _T_46 = _T_44 + _T_45;  
  assign _T_47 = _T_46[0:0];  
  assign _T_48 = io_in[4];  
  assign _T_49 = io_in[5];  
  assign _T_50 = _T_48 + _T_49;  
  assign _T_51 = _T_50[0:0];  
  assign _T_52 = io_in[6];  
  assign _T_53 = io_in[7];  
  assign _T_54 = _T_52 + _T_53;  
  assign _T_55 = _T_54[0:0];  
  assign _T_56 = io_in[8];  
  assign _T_57 = io_in[9];  
  assign _T_58 = _T_56 + _T_57;  
  assign _T_59 = _T_58[0:0];  
  assign _T_60 = io_in[10];  
  assign _T_61 = io_in[11];  
  assign _T_62 = _T_60 + _T_61;  
  assign _T_63 = _T_62[0:0];  
  assign _T_64 = io_in[12];  
  assign _T_65 = io_in[13];  
  assign _T_66 = _T_64 + _T_65;  
  assign _T_67 = _T_66[0:0];  
  assign _T_68 = io_in[14];  
  assign _T_69 = io_in[15];  
  assign _T_70 = _T_68 + _T_69;  
  assign _T_71 = _T_70[0:0];  
  assign _T_72 = io_in[16];  
  assign _T_73 = io_in[17];  
  assign _T_74 = _T_72 + _T_73;  
  assign _T_75 = _T_74[0:0];  
  assign tmp_1_0 = {{1'd0}, _T_43};  
  assign tmp_1_1 = {{1'd0}, _T_47};  
  assign _T_76 = tmp_1_0 + tmp_1_1;  
  assign _T_77 = _T_76[1:0];  
  assign tmp_1_2 = {{1'd0}, _T_51};  
  assign tmp_1_3 = {{1'd0}, _T_55};  
  assign _T_78 = tmp_1_2 + tmp_1_3;  
  assign _T_79 = _T_78[1:0];  
  assign tmp_1_4 = {{1'd0}, _T_59};  
  assign tmp_1_5 = {{1'd0}, _T_63};  
  assign _T_80 = tmp_1_4 + tmp_1_5;  
  assign _T_81 = _T_80[1:0];  
  assign tmp_1_6 = {{1'd0}, _T_67};  
  assign tmp_1_7 = {{1'd0}, _T_71};  
  assign _T_82 = tmp_1_6 + tmp_1_7;  
  assign _T_83 = _T_82[1:0];  
  assign tmp_2_0 = {{1'd0}, _T_77};  
  assign tmp_2_1 = {{1'd0}, _T_79};  
  assign _T_84 = tmp_2_0 + tmp_2_1;  
  assign _T_85 = _T_84[2:0];  
  assign tmp_2_2 = {{1'd0}, _T_81};  
  assign tmp_2_3 = {{1'd0}, _T_83};  
  assign _T_86 = tmp_2_2 + tmp_2_3;  
  assign _T_87 = _T_86[2:0];  
  assign tmp_3_0 = {{1'd0}, _T_85};  
  assign tmp_3_1 = {{1'd0}, _T_87};  
  assign _T_88 = tmp_3_0 + tmp_3_1;  
  assign _T_89 = _T_88[3:0];  
  assign tmp_4 = {{1'd0}, _T_89};  
  assign tmp_1_8 = {{1'd0}, _T_75};  
  assign _GEN_0 = {{3'd0}, tmp_1_8};  
  assign _T_90 = tmp_4 + _GEN_0;  
  assign _T_91 = ~ _T_90;  
  assign _T_93 = _T_91 + 6'h1;  
  assign io_out = _T_93[5:0];  
endmodule
$ cat design/flow/run.sh
#!/bin/bash
# OpenROAD 26Q1-2900-gdf79404cd8, Yosys 0.63+post, stock flow scripts
make -C /OpenROAD-flow-scripts/flow DESIGN_CONFIG=/design/flow/config.mk WORK_HOME=/design/flow/orfs finish
$ cat design/flow/config.mk
export PLATFORM = sky130hd
export DESIGN_NAME = SignAdder
export DESIGN_NICKNAME = SignAdder
export VERILOG_FILES = /design/flow/design.v
export SDC_FILE = /design/flow/constraint.sdc
export NUM_CORES = 4
export LEC_CHECK = 1
export CORE_AREA = 10 10 70 70
export DIE_AREA = 0 0 80 80
$ cat design/flow/constraint.sdc
current_design SignAdder

set clk_period 8.0
set clk_io_pct 0.2

create_clock -name clk0 -period $clk_period

set non_clock_inputs [all_inputs -no_clocks]
set_input_delay [expr $clk_period * $clk_io_pct] -clock clk0 $non_clock_inputs
set_output_delay [expr $clk_period * $clk_io_pct] -clock clk0 [all_outputs]
==> flow_results.org <==
#+TITLE: Physical design notes

** Final timing
- After layout, the minimum clock period comes to 7243 ps.
- Worst setup slack after layout :: 756.8 ps
- Maximum achievable frequency :: 138.1 MHz
- Per the final timing report, the hold violations number 0.
- After routing, the total negative slack on setup checks comes to 0 ps.
- Worst max-slew margin expressed relative to the limit :: 81.58%
- Period utilization :: 90.54%
- Looking at the max-slew report, the worst-margin pin has a slew of 275.4 ps.
- Final max-slew violation count :: 0
- Setup repair after global routing left no endpoint under its margin.
- Setup-violating endpoint count in the final report :: 0

** Drt
- In this run, the number of DRC markers left after iteration 0 of detailed routing was 3.
- The detail route stage leaves a number of antenna-violating nets equal to 0.
- Via-per-instance ratio :: 2.690
- # diodes :: 0
- TritonRoute reported its final design rule violation total as 0.
- Per the detail_route report, the via count comes to 269.
- Dividing the detail-routed wire length by the instance count gives 7.700 um.
- Routed WL :: 770 um
- Router iterations before antenna repair :: 2

** Layout
- Relative to the synthesized area, the layout overhead comes to 103.0%.
- For this run, the share of the core covered by cells in the final layout is 17.18%.
- Registers take 0 um^2.
- Filler instances :: 395
- Per the final layout report, the fraction of cells sized above drive strength 1 comes to 0%.
- The multi-input combinational cells in the finished layout cover a total of 270.3 um^2.
- The layout has 0 clock buffers.
- According to the cell report, flip-flops and latches in the layout number 0.

** Setup path
- Series of cell instances along the critical path :: clkdlybuf4s50_1 -> xnor2_1 -> fa_1 -> fa_1 -> fa_1 -> fa_1 -> fa_1 -> xor2_1 -> nand3_1 -> xnor2_1 -> clkdlybuf4s50_1
- Looking at the critical path, the highest net fanout was 3.
- Crit-path slowest cell :: fa_1
- By startpoint and endpoint, the worst setup path is classified as in -> out.
- The cell that appears most often on the critical path is fa_1.
- Startpoint type of the worst setup path :: input port
- WP data arrival :: 5640 ps
- Worst setup path endpoint :: io_out[3]
- The largest single stage delay on the critical path is 520 ps.
- For reference, the critical path is launched at io_in[1].
- Critical path endpoint category :: primary output
- At the worst endpoint, the required time is 6400 ps.

** Placement
- Placed wire-length estimate after detailed placement :: 778.9 um
- Timing analysis after detailed placement gives a worst setup slack of 703.8 ps.
- Number of buffer cells added on primary ports :: 24
- Placer Congestion :: 0.7329

** Run
- Warnings raised by the tools during the run amount to 34.
- Max-Cap Viols :: 0

** Synth
- The synthesized netlist was found by Yosys to have 30 cells.
- Top cells by area :: fa_1 (35%), xnor2_1 (30%), ha_1 (13%)
- Sequential elements use 0% of the synthesized area.
- Per the synthesis report, the dominant area consumer among library cells is fa_1.
- Post-synthesis cell type count :: 9
- The chip area line in the Yosys stat output reads 289.0 um^2.
- Synthesized cell area :: 289.0 um^2
- After synthesis, the largest area contributor takes up 34.63% of total cell area.
- Synthesis warning total :: 0
- Number of instances in the synthesized netlist :: 30
- Post-Synthesis Mean Instance Area :: 9.634 um^2

** Pwr
- The worst VDD IR drop from the latest analysis is 64.45 uV.
- Leakage power total :: 0.0002201 uW
- Ratio of total power to cell area :: 279.4 nW/um^2

** CTS
- Once the clock tree was built, the resizer swapped 0 gates to a different size.
- Per the repair_timing log after CTS, setup buffers inserted total 0.
- Post-cts hold-fix buffer tally :: 0

** Die
- Floorplan die area :: 6400 um^2
- Count of standard-cell rows :: 21
- Die x size :: 80 um
- Floorplan-stage core utilization :: 8.462%
- Die H :: 80 um
- Placeable core area :: 3416 um^2
- 26 I/O pins were placed.

** Worst hold path
- Path class of the lowest-slack min-delay path :: in -> out

** GRT
- Entering global routing, the biggest net connects 4 pins.
- Global routing consumed, over all layers together, 2.254% of the routing resources.
- The global route stage reports its total congestion overflow as 0.
- Global-route wire length before repair :: 1235 um
- Via count of the first global-routing pass :: 302
- Initial antenna violation count :: 0

** Outcome
- The flow ran to the end, and the final reports show no timing, DRC or antenna violations.
## stage by stage
| stage | std cells | hold WS [ps] | instance area, um^2 | power (uW) |
|---|---|---|---|---|
| 6_report | 100 | 4456 | 586.8 | 164.0 |
| 5_1_grt | 100 | 4520 | 586.8 | 182.1 |
| 4_1_cts | 100 | 4469 | 586.8 | 168.6 |
| 3_5_place_dp | 100 | 4457 | 586.8 | 167.0 |
| 3_3_place_gp | 100 | 4459 | 586.8 | 162.1 |
| 2_1_floorplan | 30 | 3522 | 289.0 | 65.98 |
## cell type report
class / instances / area share (%)
inverters: 5 / 3.198
multi-input cells: 25 / 46.06
well taps: 46 / 9.808
repair buffers: 24 / 40.94
## logic make-up after synthesis
logic type	count (synthesis)	share of synthesized area, %
buffers and inverters	5	6.494
AND/OR/NAND/NOR	4	7.795
adder cells (fa/ha/maj)	8	47.62
AND-OR/OR-AND	1	1.730
XOR/XNOR	12	36.36
## worst max-delay path, delay by kind of cell
family / cells / cell delay, ps
adders and majority gates: 5 / 2370
xor gates and xnor gates: 3 / 610
buffers and inverters: 2 / 900
and+or+nand+nor: 1 / 150
## routing by layer
metal  global-route usage, %  wire [um]  share of wire [%]  vias to the layer above
met4                       0          0                  0                        0
li1                        -          -                  -                      139
met1                   3.020        359                 47                      110
met5                       0          0                  0                        -
met3                   1.932        175                 23                        0
met2                   2.809        234                 30                       20
## synth_stat cells
cell	instances
fa_1	5
ha_1	3
inv_1	5
nand2b_1	1
nand3_1	2
nor2b_1	1
o21ai_1	1
xnor2_1	10
xor2_1	2
## worst min path at each step
stage / start / endpoint / depth (start not counted) / slack, ps
4_1_cts: io_in[10] / io_out[0] / 5 / 4470
5_1_grt: io_in[10] / io_out[0] / 5 / 4520
6_report: io_in[10] / io_out[0] / 5 / 4460
## cells in the final DEF, fill, tap and decap left out
master            n
clkdlybuf4s50_1  24
xnor2_1          10
inv_1             5
fa_1              5
ha_1              3
xor2_1            2
nand3_1           2
nor2b_1           1
o21ai_1           1
nand2b_1          1
## report_power, final
part           switching, uW  internal (uW)
sequential                 0              0
clock                      0              0
combinational           54.5            109
No activity file was given, so power comes from the tool's default toggle rates.
